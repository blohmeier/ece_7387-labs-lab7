==> flow/design.v <==
`timescale 1ns / 1ps
module arbiter (a, b, c, d, ab_oe, cd_oe, y);
input ab_oe,cd_oe;
input [15:0] a,b,c,d;
output [15:0] y;
wire [15:0] p,q;
assign p = ~ab_oe ? a : 16'bzzzzzzzzzzzzzzzz;
assign p = ab_oe ? b : 16'bzzzzzzzzzzzzzzzz;
assign q = ~cd_oe ? c : 16'bzzzzzzzzzzzzzzzz;
assign q = cd_oe ? d : 16'bzzzzzzzzzzzzzzzz;
assign y = p + q;
endmodule
==> flow/run.sh <==
#!/bin/bash
# OpenROAD 26Q1-2900-gdf79404cd8, Yosys 0.63+post, stock flow scripts
make -C /OpenROAD-flow-scripts/flow DESIGN_CONFIG=/design/flow/config.mk WORK_HOME=/design/flow/orfs finish
==> flow/config.mk <==
export PLATFORM = sky130hd
export DESIGN_NAME = arbiter
export DESIGN_NICKNAME = arbiter
export VERILOG_FILES = /design/flow/design.v
export SDC_FILE = /design/flow/constraint.sdc
export NUM_CORES = 4
export LEC_CHECK = 1
export CORE_AREA = 10 10 70 70
export DIE_AREA = 0 0 80 80
==> flow/constraint.sdc <==
current_design arbiter

set clk_period 7.9
set clk_io_pct 0.2

create_clock -name clk0 -period $clk_period

set non_clock_inputs [all_inputs -no_clocks]
set_input_delay [expr $clk_period * $clk_io_pct] -clock clk0 $non_clock_inputs
set_output_delay [expr $clk_period * $clk_io_pct] -clock clk0 [all_outputs]
==> results.cfg <==
; generated from flow reports
[synth]
top_cells_by_area = buf_4 25%, ha_1 19%, xnor2_1 9.1%, a21oi_1 8.8%, xor2_1 4.5%
ys_area_um2 = 965
synth_top_area_share_pct = 24.9
ys_warn_count = 4
largest_area_cell = buf_4
synth.distinct_cells = 28
synth_seq_share_pct = 0
synth_stat.cells = 130

[outcome]
status = aborted with a tool error
failed_stage = synthesis
error = ERROR: Found 32 problems in 'check -assert'.
[cell families after synthesis]
kind of cell / share of synthesized area (%)
xor+xnor: 13.6
compound gates: 26.5
fa+ha+maj: 21.5
simple gates: 11.3
mux: 1.04
buf+inv: 26.1
[Yosys cell counts, drive strengths merged]
master	n
buf	32
a21oi	17
ha	15
xnor2	10
nand2	9
o21ai	8
xor2	5
nand3	4
a21o	3
inv	3
nor3	3
o211ai	3
a311oi	2
nor2	2
nor2b	2
o21bai	2
a211o	1
a211oi	1
a31oi	1
and3	1
fa	1
mux2i	1
nor3b	1
o22ai	1
o41ai	1
or2	1
